$ cat flow/design.v
module pes_pipeline_mul(clk, rst,A, B, F);
   input clk, rst;
   input [31:0]A;
   input [31:0]B;
   output [31:0]F;
   reg [31:0]F;
reg [62:0] P1;
reg [66:0] P2;
reg [31:0] P3;
initial
begin	
	P1 = 0;
	P2 = 0;
	P3 = 0;
end
wire [1:0]sign;
wire [49:0]mantissa;
assign sign = A[31]+B[31];
always @ ( posedge clk )
begin
	P1[0] <= (sign == 1'b1) ? 1'b1 : 1'b0;
	P1[31:1] <= A[30:0];
	P1[62:32] <= B[30:0];
	P2[0] <= P1[0];
	P2[50:1] <= P1[23:1] * P1[54:32];
	P2[58:51] <= P1[31:24];
	P2[66:59] <= P1[62:55];
	P3[0] <= P2[0];
	if(P2[50:24] == 0) begin
	   P3[23:1] = P2[23:1];
	   P3[31:24] = P2[58:51] + P2[66:59] - 8'b01111111 + 8'h00;
	end
	else if(P2[50] == 1) begin
	   P3[23:1] = P2[49:27];
	   P3[31:24] = P2[58:51] + P2[66:59] - 8'b01111111 + 8'h1a;
	end
	else if(P2[49] == 1) begin
	   P3[23:1] = P2[48:26];
	   P3[31:24] = P2[58:51] + P2[66:59] - 8'b01111111 + 8'h19;
	end
	else if(P2[48] == 1) begin
	   P3[23:1] = P2[47:25];
	   P3[31:24] = P2[58:51] + P2[66:59] - 8'b01111111 + 8'h18;
	end
	else if(P2[47] == 1) begin
	   P3[23:1] = P2[46:24];
	   P3[31:24] = P2[58:51] + P2[66:59] - 8'b01111111 + 8'h17;
	end			
	else if(P2[46] == 1) begin
	   P3[23:1] = P2[45:23];
	   P3[31:24] = P2[58:51] + P2[66:59] - 8'b01111111 + 8'h16;
	end	
	else if(P2[45] == 1) begin
	   P3[23:1] = P2[44:22];
	   P3[31:24] = P2[58:51] + P2[66:59] - 8'b01111111 + 8'h15;
	end	
	else if(P2[44] == 1) begin
	   P3[23:1] = P2[43:21];
	   P3[31:24] = P2[58:51] + P2[66:59] - 8'b01111111 + 8'h14;
	end
	else if(P2[43] == 1) begin
	   P3[23:1] = P2[42:20];
	   P3[31:24] = P2[58:51] + P2[66:59] - 8'b01111111 + 8'h13;
	end
	else if(P2[42] == 1) begin
	   P3[23:1] = P2[41:19];
	   P3[31:24] = P2[58:51] + P2[66:59] - 8'b01111111 + 8'h12;
	end
	else if(P2[41] == 1) begin
	   P3[23:1] = P2[40:18];
	   P3[31:24] = P2[58:51] + P2[66:59] - 8'b01111111 + 8'h11;
	end
	else if(P2[40] == 1) begin
	   P3[23:1] = P2[39:17];
	   P3[31:24] = P2[58:51] + P2[66:59] - 8'b01111111 + 8'h10;
	end
	else if(P2[39] == 1) begin
	   P3[23:1] = P2[38:16];
	   P3[31:24] = P2[58:51] + P2[66:59] - 8'b01111111 + 8'h0f;
	end
	else if(P2[38] == 1) begin
	   P3[23:1] = P2[37:15];
	   P3[31:24] = P2[58:51] + P2[66:59] - 8'b01111111 + 8'h0e;
	end
	else if(P2[37] == 1) begin
	   P3[23:1] = P2[36:14];
	   P3[31:24] = P2[58:51] + P2[66:59] - 8'b01111111 + 8'h0d;
	end
	else if(P2[36] == 1) begin
	   P3[23:1] = P2[35:13];
	   P3[31:24] = P2[58:51] + P2[66:59] - 8'b01111111 + 8'h0c;
	end
	else if(P2[35] == 1) begin
	   P3[23:1] = P2[34:12];
	   P3[31:24] = P2[58:51] + P2[66:59] - 8'b01111111 + 8'h0b;
	end
	else if(P2[34] == 1) begin
	   P3[23:1] = P2[33:11];
	   P3[31:24] = P2[58:51] + P2[66:59] - 8'b01111111 + 8'h0a;
	end
	else if(P2[33] == 1) begin
	   P3[23:1] = P2[32:10];
	   P3[31:24] = P2[58:51] + P2[66:59] - 8'b01111111 + 8'h09;
	end
	else if(P2[32] == 1) begin
	   P3[23:1] = P2[31:09];
	   P3[31:24] = P2[58:51] + P2[66:59] - 8'b01111111 + 8'h08;
	end
	else if(P2[31] == 1) begin
	   P3[23:1] = P2[30:08];
	   P3[31:24] = P2[58:51] + P2[66:59] - 8'b01111111 + 8'h07;
	end
	else if(P2[30] == 1) begin
	   P3[23:1] = P2[29:07];
	   P3[31:24] = P2[58:51] + P2[66:59] - 8'b01111111 + 8'h06;
	end
	else if(P2[29] == 1) begin
	   P3[23:1] = P2[28:06];
	   P3[31:24] = P2[58:51] + P2[66:59] - 8'b01111111 + 8'h05;
	end
	else if(P2[28] == 1) begin
	   P3[23:1] = P2[27:05];
	   P3[31:24] = P2[58:51] + P2[66:59] - 8'b01111111 + 8'h04;
	end
	else if(P2[27] == 1) begin
	   P3[23:1] = P2[26:04];
	   P3[31:24] = P2[58:51] + P2[66:59] - 8'b01111111 + 8'h03;
	end
	else if(P2[26] == 1) begin
	   P3[23:1] = P2[25:03];
	   P3[31:24] = P2[58:51] + P2[66:59] - 8'b01111111 + 8'h02;
	end
	else begin
	   P3[23:1] = P2[24:02];
	   P3[31:24] = P2[58:51] + P2[66:59] - 8'b01111111 + 8'h01;
	end
	F[31] <= P3[0];
	F[30:0] <= P3[31:1];
end
endmodule
$ cat flow/run.sh
#!/bin/bash
# OpenROAD 26Q1-2900-gdf79404cd8, Yosys 0.63+post, stock flow scripts
make -C /OpenROAD-flow-scripts/flow DESIGN_CONFIG=/design/flow/config.mk WORK_HOME=/design/flow/orfs finish
$ cat flow/constraint.sdc
current_design pes_pipeline_mul

set clk_period 12.2
set clk_io_pct 0.2

create_clock -name clk0 -period $clk_period [get_ports {clk}]

set non_clock_inputs [all_inputs -no_clocks]
set_input_delay [expr $clk_period * $clk_io_pct] -clock clk0 $non_clock_inputs
set_output_delay [expr $clk_period * $clk_io_pct] -clock clk0 [all_outputs]
$ cat flow/config.mk
export PLATFORM = sky130hd
export DESIGN_NAME = pes_pipeline_mul
export DESIGN_NICKNAME = pes_pipeline_mul
export VERILOG_FILES = /design/flow/design.v
export SDC_FILE = /design/flow/constraint.sdc
export NUM_CORES = 4
export LEC_CHECK = 1
export CORE_UTILIZATION = 40
==> deck_impl_summary.md <==
Flow Results at a Glance

CTS
  • Cts hold-fix bufs: 0
  • Worst-case clock buffer depth: 2
  • CTS tree: built
  • CTS sink count: 159
  • CTS root buf: clkbuf_16
  • Clk slew on worst S/H paths: 70 ps
  • H-tree depth: 4
  • Clk latency of the worst-skew pair: 500 ps
  • TritonCTS buffer count: 17
  • Post-CTS setup buffers: 0
  • Post-CTS sizing: 0

Yosys
  • Registers, synthesis: 159
  • Syn_area_per_cell: 8.25 sq um
  • Ys flop type: dfxtp_1
  • Yosys adder share: 0.402
  • Synth area leader: fa_1
  • Number of enable flip-flop cells: 0
  • Simple-Gate Fraction of Synth Area: 0.161
  • Register area share after synthesis: 0.113
  • Logic family by area: adder cells
  • Synthesized area: 28200 sq um
  • XOR/XNOR Area Share: 0.0247
  • Mux area share: 0.00950
  • Top cell area share: 0.312
  • Yosys chip area: 28200 sq um
  • Distinct cells, synth: 85
  • Top cells by area: fa_1 31%, dfxtp_1 11%, ha_1 9.0%
  • Post-synth ARST share: 0
  • Post-synthesis compound-gate area fraction: 0.178
  • Cell count in the Yosys report: 3415
  • Synth Warn #: 1
  • Syn Inst Count: 3415

Final timing
  • Max Freq: 0.140 GHz
  • Setup Skew: 16.7 ps
  • Final Max Slew Viols: 0
  • Count of final setup violators: 0
  • RSZ-0062 raised after global routing: false
  • Setup_tns: 0 ps
  • Slew margin rel.: 0.426
  • Final Hold Viols: 0
  • Tcrit/Tclk final: 0.584
  • Slew @ Worst Pin: 860 ps
  • Tmin final: 7120 ps

Global routing
  • Largest net degree at the start of global routing: 63
  • Overflow after GRT: 0
  • GRT Overall Usage: 0.255
  • Global-route wire length before repair: 136000 um
  • Number of global-route vias before repair: 24.2k
  • Antenna violations before repair: 1

Floorplanning
  • IO Count: 98
  • Die H: 267 um
  • Die ar.: 71500 sq um
  • Die W: 267 um
  • Std cell rows: 96
  • Core ar.: 69200 sq um
  • Fp_density: 0.407

Detailed routing
  • Routed vias: 24.2k
  • Drt first-iter violations: 2098
  • Wire per inst: 19.6 um
  • Via density: 5.62
  • TritonRoute pass-1 iters: 9
  • DR DRC count: 0
  • Diodes inserted: 0
  • Final wirelength: 84600 um
  • Number of routed nets with antenna violations: 0

Worst setup path
  • CP Class: reg2reg
  • Worst path cell trace: buf_4 -> nand2_1 -> fa_1 -> fa_1 -> inv_1 -> fa_1 -> inv_1 -> fa_1 -> inv_1 -> fa_1 -> fa_1 -> inv_1 -> fa_1 -> inv_1 -> ha_1 -> and2_1 -> or4_1 -> a211oi_2 -> a21oi_1 -> a21oi_1 -> o41a_2 -> o211ai_2 -> a311oi_1 -> xnor2_1
  • Crit path max-delay cell type: fa_1
  • CP arrival: 7540 ps
  • Worst reg2reg setup slack: 5080 ps
  • Crit start category: flip-flop
  • CP max stage delay: 550 ps
  • Most numerous cell on the critical path: fa_1
  • Launch point of the worst reg-to-reg path: P1[11]$_DFF_P_
  • Critical path destination: P2[45]$_DFF_P_
  • Worst EP required: 12620 ps
  • R2r endpoint: P2[45]$_DFF_P_
  • Reg2reg path depth: 24
  • Worst Setup End Kind: flip-flop
  • CP startpoint: P1[11]$_DFF_P_
  • Critical-path maximum fanout: 23

Cells and area
  • Commonest Layout Cell: inv_1
  • Synthesis-to-layout area growth: 8.47%
  • Layout cell share with drive strength beyond 1: 0.0492
  • Most frequent cells in the layout: 543 x inv_1, 443 x nand2_1, 439 x fa_1
  • Finished Core Util: 0.442

Place
  • Post-DP HPWL: 59700 um
  • # port buffers: 96
  • GP Congestion: 1.03

Job
  • Tool warnings: 39
  • Max Cap Viol: 0

Run status
  • Status: complete, no violations

Min path
  • Hold Path Class: reg2reg
  • Hold path cells: 0
[Yosys cell counts, types with 14 or more instances]
cell type / count
nor2b_1: 27
fa_1: 439
nor2_1: 128
o21a_1: 17
and2_1: 230
o311ai_0: 24
a221o_1: 15
clkbuf_1: 222
nand2b_1: 17
a22o_1: 18
inv_1: 543
o221ai_1: 24
a2111oi_0: 15
dfxtp_1: 159
o211ai_1: 27
o22ai_1: 26
nand3_1: 32
a21oi_1: 192
a21o_1: 16
nor3_1: 39
a221oi_1: 38
ha_1: 203
nand2_1: 443
a211oi_1: 59
mux2i_1: 20
o21ai_0: 99
o31ai_1: 31
xnor2_1: 63
a31oi_1: 31
buf_1: 15
a22oi_1: 18
xor2_1: 14
buf_2: 22
[cell families (layout without fill, tap and decap cells)]
family	Yosys count	in the layout
and+or+nand+nor	960	960
buffers and inverters	820	779
AOI/OAI and AO/OA	730	730
adders and majority gates	642	642
DFF	159	159
xor gates and xnor gates	78	78
muxes	26	26
[registers in the layout, summed over array words and instances (netlist names)]
register,cells
P3,1
F,32
P2,63
P1,63
[per-layer routing]
layer  wire (um)  up-vias  GRT usage
met5           0        -          0
met4        3730        0     0.0927
met3        8880      260     0.0792
met2       37300     1232      0.378
met1       34700    11700      0.361
li1            -    11000          -
[through the flow]
| step | cell area [sq um] | cells | setup slack [ps] | hold slack [ps] |
|---|---|---|---|---|
| after floorplan | 28200 | 3415 | 5710 | 310 |
| after global placement | 30000 | 4273 | 5070 | 310 |
| after detailed placement | 30000 | 4273 | 5050 | 312 |
| after CTS | 30600 | 4305 | 5050 | 327 |
| after global routing | 30600 | 4305 | 4770 | 333 |
| final | 30600 | 4305 | 5080 | 324 |
[cell type report]
| type | instances | area, sq um |
|---|---|---|
| Clock inverter | 15 | 169 |
| Clock buffer | 17 | 425 |
| Timing Repair Buffer | 195 | 1700 |
| Fill cell | 6926 | 38600 |
| Multi-Input combinational cell | 2436 | 21800 |
| Inverter | 552 | 2070 |
| Sequential cell | 159 | 3190 |
| Tap cell | 931 | 1160 |
[critical path: cells and delay by family (launching register included)]
family                     cells  cell delay [ps]
adders and majority gates      8             3810
DFF                            1              310
AOI/OAI and AO/OA              6             1430
and+or+nand+nor                3              730
buffers and inverters          6              570
xor gates and xnor gates       1              160
[worst min-delay path by stage]
stage | from | to | slack, ps
finish | P1[61]$_DFF_P_ | P2[65]$_DFF_P_ | 320
CTS | P1[61]$_DFF_P_ | P2[65]$_DFF_P_ | 330
global route | P1[62]$_DFF_P_ | P2[66]$_DFF_P_ | 330
